### flow/design.v
module pc_reg
#(
    parameter BIT_WIDTH=32
)
(
 output logic [BIT_WIDTH-1:0] pc_out,
 input logic  [BIT_WIDTH-1:0] Write_Data,
 input logic pc_branch,clk,rst
);
logic [BIT_WIDTH-1:0] reg_branch;
always_comb
begin
 if(pc_branch) begin
  reg_branch=Write_Data;
 end
 else begin
  reg_branch=32'h0;
end
end
always @ (posedge clk or negedge rst)
begin
 if (!rst)
  begin
   pc_out<=0;
  end
  else
  begin
     pc_out<=pc_out+Write_Data+32'h4;
  end 
end  
endmodule
### flow/run.sh
#!/bin/bash
# OpenROAD 26Q1-2900-gdf79404cd8, Yosys 0.63+post, stock flow scripts
make -C /OpenROAD-flow-scripts/flow DESIGN_CONFIG=/design/flow/config.mk WORK_HOME=/design/flow/orfs finish
### flow/config.mk
export PLATFORM = sky130hd
export DESIGN_NAME = pc_reg
export DESIGN_NICKNAME = pc_reg
export VERILOG_FILES = /design/flow/design.v
export SDC_FILE = /design/flow/constraint.sdc
export NUM_CORES = 4
export LEC_CHECK = 1
export CORE_UTILIZATION = 30
### flow/constraint.sdc
current_design pc_reg

set clk_period 6.9
set clk_io_pct 0.2

create_clock -name clk0 -period $clk_period [get_ports {clk}]

set non_clock_inputs [all_inputs -no_clocks]
set_input_delay [expr $clk_period * $clk_io_pct] -clock clk0 $non_clock_inputs
set_output_delay [expr $clk_period * $clk_io_pct] -clock clk0 [all_outputs]
==> GITHUB_STEP_SUMMARY <==
## Implementation flow summary

| Metric | Value |
|---|---|
| Status | finished clean |
| Max_cap viols | 0 |
| Worst-Margin Slew | 0.577 ns |
| Cts bufs inserted | 5 |
| Clock Sink Count | 32 |
| Worst slew margin | 61.2% |
| Max-slew violation count | 0 |
| Fin crit share | 56.7% |
| GRT met2 Usage | 22.6% |
| Worst vdd ir | 0.186 mV |
| Most used routing layer | met2 |
| Ao+oa area frac | 21.9% |
| First-pass DRT Iterations | 4 |
| Yosys cell types | 52 |
| Post-CTS Setup Bufs | 0 |
| Met1 Resource Use GR | 21.6% |
| I/O Buffers | 65 |
| Worst r2r src | pc_out[1] |
| Worst slack, placed | 2.71 ns |
| Htree depth | 2 |
| CP startpoint | Write_Data[1] |
| Critical path's slowest cell | clkdlybuf4s50_1 |
| Initial antenna violation count | 0 |
| Ys async rst share | 100% |
| Worst EP required | 7.11 ns |
| Synthesized instance count | 341 |
| Setup violations, final | 0 |
| HP Class | reg2reg |
| Design Power | 2090 uW |
| FMAX | 256 MHz |
| Dpl hpwl | 5.73 mm |
| Routed WL | 7.11 mm |
| Tool warnings | 26 |
| CTS tree | yes |
| Chip height | 103 microns |
| ANT cells | 0 |
| Top logic family | adder cells |
| Final Skew | 0.00817 ns |
| Overflow after GRT | 0 |
| Rows | 36 |
| WL/cell | 13.2 microns |
| PD cells | 530 nW/um^2 |
| Slowest stage delay, CP | 0.46 ns |
| Seq share, synth | 26.0% |
| Hold path startpoint | pc_out[0] |
| Vias in the first global route | 2,577 |
| Crit path arrival time | 4.12 ns |
| Post-CTS Resized | 0 |
| Yosys Chip Area | 3080 sq um |
| Worst-Skew Late Latency | 0.29 ns |
| DRC Markers | 0 |
| Final GP Congestion | 0.861 |
| Yosys xor share | 6.82% |
| Warnings, synthesis | 1 |
| Adder-cell share of the synthesized area | 25.4% |
| Die area | 10,700 sq um |
| Largest net degree at the start of global routing | 33 |
| RSZ-0062 raised after global routing | no |
| Post-synthesis cell count from yosys | 341 |
| Crit-path cells | clkdlybuf4s50_1, ha_1, ha_1, fa_1, a211oi_2, nor2_1, o211ai_1, a211oi_1, nor4_1, xnor2_1 |
| Share of cells above drive strength 1 | 3.70% |
| Post-DRT Antenna Nets | 0 |
| First-pass GRT wire length | 11.9 mm |
| Clock-pin slew on the worst setup and hold paths | 0.07 ns |
| Max FFs per register | 32 |
| Clock root buffer master | clkbuf_8 |
| Count of library flops with an enable pin | 0 |
| DRT iter0 DRCs | 76 |
| CP Depth | 10 |
| Yosys simple share | 15.9% |
| Vias per cell | 5.03 |
| Leakage power total | 0.00175 uW |
| Setup tns final | 0 ns |
| Buf/Inv on CP | 1 |
| GRT Util Overall | 14.2% |
| Worst setup EP type | flip-flop |
| Seq cells post-synth | 32 |
| Post-synth mux share | 0.974% |
| Synth Flop Type | dfrtp_1 |
| Die X-Extent | 103 microns |
| R2R cell count | 9 |
| P&R area growth vs syn | 28.1% |
| Most Frequent Cell on Critical Path | ha_1 |
| Initial Util | 31.2% |
| Family with the most delay on the worst path | adder cells |
| R2R Path End | pc_out[29] |
| Avg Inst Size Synth | 9.04 sq um |
| CP Class | in2reg |
| Top flop regs | pc_out: 32 flops |
| CTS max path bufs | 2 |
| Fin crit period | 3.91 ns |
| Mapped cell area | 3080 sq um |
| Setup ws final | 2.99 ns |
| R2R setup slack | 4.10 ns |
| Final Hold Vio Count | 0 |
| # hold bufs at CTS | 0 |
| Crit-path max FO | 4 |
| Most flops, register | pc_out |
| Global routing usage on met3 | 1.98% |
| Io pins | 67 |
| Worst hold-check slack | 0.518 ns |
| Worst setup SP type | primary input |
| Core area | 9860 sq um |
| Worst setup endpoint | pc_out[29] |
| Vias | 2,705 |
[cell families (layout without fill, tap and decap cells)]
| group | Yosys count | count (layout) |
|---|---|---|
| compound gates | 99 | 99 |
| flops | 32 | 32 |
| xor+xnor | 24 | 24 |
| buf+inv | 21 | 85 |
| fa+ha+maj | 62 | 62 |
| mux | 3 | 3 |
| simple gates | 100 | 100 |
[per-layer routing]
| layer | vias to the layer above | routed length (microns) | share of wire, % |
|---|---|---|---|
| met5 | - | 0 | 0 |
| met4 | 0 | 30 | 0.42 |
| met3 | 4 | 344 | 4.8 |
| met2 | 60 | 3200 | 45 |
| met1 | 1235 | 3530 | 50 |
| li1 | 1406 | - | - |
[worst register-to-register path, stage by stage (launching register included)]
cell	delay, ns
dfrtp_1	0.38
ha_1	0.29
ha_1	0.23
fa_1	0.44
a211oi_2	0.27
nor2_1	0.12
o211ai_1	0.33
a211oi_1	0.14
nor4_1	0.35
xnor2_1	0.17
[synthesized netlist by cell type, types with 3 or more instances]
library cell,n,share of area [%]
and3_1,7,1.4
clkbuf_1,5,0.61
inv_1,11,1.3
dfrtp_1,32,26
o2111ai_1,3,0.85
xnor2_1,15,4.3
o21ai_0,19,3.1
nand3_1,7,1.1
a211oi_1,6,1.5
ha_1,61,25
o21bai_1,3,0.73
xor2_1,9,2.6
nor3_1,10,1.6
a21oi_1,30,4.9
o211ai_1,6,1.5
a21o_1,9,2.2
nand4_1,4,0.81
a31oi_1,3,0.61
nand2_1,30,3.7
nor4_1,4,0.81
mux2i_1,3,0.97
nor2_1,23,2.8
buf_2,4,0.65
[layout by cell type, fill, tap and decap left out, types with 2 or more instances in the layout]
cell,n
a31oi_1,3
nor3b_1,2
o21bai_1,3
clkbuf_1,2
o2111ai_1,3
a21o_1,9
mux2i_1,3
ha_1,61
nor2_1,23
nor3_1,10
nand4_1,4
a21oi_1,30
nand3_1,7
inv_1,11
o21ai_1,2
a2111oi_0,2
dfrtp_1,32
nand2_1,30
or3_1,2
and3_1,7
a211oi_1,6
xor2_1,9
a21oi_2,2
nand3b_1,2
clkdlybuf4s50_1,65
o21ai_0,19
and4_1,2
o21a_1,2
clkbuf_8,6
o211ai_1,6
nor4_1,4
xnor2_1,15
[per-stage QoR]
step	instance area, sq um	cells	util [%]
2_1_floorplan	3080	341	-
3_3_place_gp	3860	530	39.1
3_5_place_dp	3860	530	39.1
4_1_cts	3950	538	40.0
5_1_grt	3950	538	40.0
6_report	3950	538	40.0
[power by group]
part	switching [uW]	internal (uW)
Clock	73.0	81.5
Sequential	53.5	304
Combinational	834	743
Total	961	1130
[final cells by class]
| class | instances | area, sq um |
|---|---|---|
| repair buffers | 66 | 658 |
| multi-input cells | 288 | 2190 |
| well taps | 133 | 166 |
| inverters | 11 | 41.3 |
| flip-flops and latches | 32 | 801 |
| clock buffers | 8 | 90.1 |
| fillers | 965 | 5920 |
[worst min-delay path by stage]
stage | endpoint | slack, ns | depth (start not counted)
6_report | pc_out[0] | 0.52 | 1
5_1_grt | pc_out[0] | 0.55 | 1
4_1_cts | pc_out[0] | 0.52 | 1
Power is estimated from default activity; no workload was simulated.
